## flow/config.mk

```make
export PLATFORM = sky130hd
export DESIGN_NAME = stove
export DESIGN_NICKNAME = stove
export VERILOG_FILES = /design/flow/design.v
export SDC_FILE = /design/flow/constraint.sdc
export NUM_CORES = 4
export LEC_CHECK = 1
export CORE_UTILIZATION = 50
```

## flow/constraint.sdc

```tcl
current_design stove

set clk_period 5.2
set clk_io_pct 0.2

create_clock -name clk0 -period $clk_period [get_ports {clk}]

set non_clock_inputs [all_inputs -no_clocks]
set_input_delay [expr $clk_period * $clk_io_pct] -clock clk0 $non_clock_inputs
set_output_delay [expr $clk_period * $clk_io_pct] -clock clk0 [all_outputs]
```

## flow/design.v

```verilog
module register
	#(
		parameter WIDTH = 8
	)
	(
		input async_reset,
		input clk,
		input [(3 - 1) : 0] ctrl,
		input [(WIDTH - 1) : 0] data_input,
		output reg [(WIDTH - 1) : 0] data_output
	);
	reg [(WIDTH - 1) : 0] data_reg, data_next;
	always @(negedge async_reset, posedge clk) begin
		if (!async_reset) begin
			data_reg <= {WIDTH{1'b0}};
		end else begin
			data_reg <= data_next;
		end
	end
	always @(*) begin
		data_next <= data_reg;
		if (ctrl == 3'b000) begin
			data_next <= data_reg + {{(WIDTH-1){1'b0}}, {1'b1}};
		end 
		else if (ctrl == 3'b001) begin
			data_next <= data_reg - {{(WIDTH-1){1'b0}}, {1'b1}};
		end 
		else if (ctrl == 3'b010) begin
			data_next <= data_input;
		end 
		else if (ctrl == 3'b011) begin
			data_next <=  {WIDTH{1'b0}};
		end
	end
	always @(*) begin
		data_output <= data_reg;
	end
endmodule
module stove
	(
		input async_reset,
		input clk,
		input power_toggle,
		input [1 : 0] surface_toggle,
		input power_level_inc,
		input power_level_dec,
		input three_seconds_push,
		output reg [15 : 0] power_level_7seg_output
	);
	reg [(3 - 1) : 0] power_ctrl;
	reg power_data_input;
	wire power_data_output;
	register
		#(
			.WIDTH(1)
		)
	power
		(
			.async_reset(async_reset),
			.clk(clk),
			.ctrl(power_ctrl),
			.data_input(power_data_input),
			.data_output(power_data_output)
		);
	reg [(3 - 1) : 0] selected_surface_ctrl;
	reg [1 : 0] selected_surface_data_input;
	wire [1 : 0] selected_surface_data_output;
	register
		#(
			.WIDTH(2)
		)
	selected_surface
		(
			.async_reset(async_reset),
			.clk(clk),
			.ctrl(selected_surface_ctrl),
			.data_input(selected_surface_data_input),
			.data_output(selected_surface_data_output)
		);
	reg [(3 - 1) : 0] power_level_A_ctrl;
	reg [3 : 0] power_level_A_data_input;
	wire [3 : 0] power_level_A_data_output;
	register
		#(
			.WIDTH(4)
		)
	power_level_A
		(
			.async_reset(async_reset),
			.clk(clk),
			.ctrl(power_level_A_ctrl),
			.data_input(power_level_A_data_input),
			.data_output(power_level_A_data_output)
		);
	reg [(3 - 1) : 0] power_level_B_ctrl;
	reg [3 : 0] power_level_B_data_input; 
	wire [3 : 0] power_level_B_data_output;
	register
		#(
			.WIDTH(4)
		)
	power_level_B
		(
			.async_reset(async_reset),
			.clk(clk),
			.ctrl(power_level_B_ctrl),
			.data_input(power_level_B_data_input),
			.data_output(power_level_B_data_output)
		);
	reg [(3 - 1) : 0] security_lock_ctrl;
	reg security_lock_data_input; 
	wire security_lock_data_output;
	register
		#(
			.WIDTH(1)
		)
	security_lock
		(
			.async_reset(async_reset),
			.clk(clk),
			.ctrl(security_lock_ctrl),
			.data_input(security_lock_data_input),
			.data_output(security_lock_data_output)
		);
	localparam ONE_SECOND = 50_000_000;
	reg [(3 - 1) : 0] timer_ctrl;
	reg [27 : 0] timer_data_input; 
	wire [27 : 0] timer_data_output;
	register
		#(
			.WIDTH(28)
		)
	timer
		(
			.async_reset(async_reset),
			.clk(clk),
			.ctrl(timer_ctrl),
			.data_input(timer_data_input),
			.data_output(timer_data_output)
		);
	reg [(3 - 1) : 0] A_timer_ctrl;
	reg [31 : 0] A_timer_data_input; 
	wire [31 : 0] A_timer_data_output;
	register
		#(
			.WIDTH(32)
		)
	A_timer
		(
			.async_reset(async_reset),
			.clk(clk),
			.ctrl(A_timer_ctrl),
			.data_input(A_timer_data_input),
			.data_output(A_timer_data_output)
		);
	reg [(3 - 1) : 0] A_recently_on_ctrl;
	reg A_recently_on_data_input; 
	wire A_recently_on_data_output;
	register
		#(
			.WIDTH(1)
		)
	A_recently_on
		(
			.async_reset(async_reset),
			.clk(clk),
			.ctrl(A_recently_on_ctrl),
			.data_input(A_recently_on_data_input),
			.data_output(A_recently_on_data_output)
		);
	reg [(3 - 1) : 0] B_timer_ctrl;
	reg [31 : 0] B_timer_data_input; 
	wire [31 : 0] B_timer_data_output;
	register
		#(
			.WIDTH(32)
		)
	B_timer
		(
			.async_reset(async_reset),
			.clk(clk),
			.ctrl(B_timer_ctrl),
			.data_input(B_timer_data_input),
			.data_output(B_timer_data_output)
		);
	reg [(3 - 1) : 0] B_recently_on_ctrl;
	reg B_recently_on_data_input; 
	wire B_recently_on_data_output;
	register
		#(
			.WIDTH(1)
		)
	B_recently_on
		(
			.async_reset(async_reset),
			.clk(clk),
			.ctrl(B_recently_on_ctrl),
			.data_input(B_recently_on_data_input),
			.data_output(B_recently_on_data_output)
		);
	localparam STATE_POWER_OFF = 3'b000;
	localparam STATE_POWER_ON = 3'b001;
	localparam STATE_SECOND_STEP_TO_LOCK = 3'b010;
	localparam STATE_2SEC_LL = 3'b011;
	localparam STATE_SECOND_STEP_TO_UNLOCK = 3'b100;
	localparam STATE_10SEC_HH = 3'b101;
	reg [2 : 0] state_next, state_reg;
	always @(negedge async_reset, posedge clk) begin
		if (!async_reset) begin
			state_reg <= STATE_POWER_OFF;
		end else begin
			state_reg <= state_next;
		end
	end
	always @(*) begin
		power_data_input <= 1'b0;
		power_ctrl <= 3'd0;
		selected_surface_data_input <= 2'b00;
		selected_surface_ctrl <= 3'd0;
		power_level_A_data_input <= 4'b0000;
		power_level_A_ctrl <= 3'd0;
		power_level_B_data_input <= 4'b0000;
		power_level_B_ctrl <= 3'd0;
		security_lock_data_input <= 1'b0;
		security_lock_ctrl <= 3'd0;
		timer_data_input <= {28{1'b0}};
		timer_ctrl <= 3'd0;
		A_timer_data_input <= {32{1'b0}};
		A_timer_ctrl <= 3'd0;
		A_recently_on_data_input <= 1'b0;
		A_recently_on_ctrl <= 3'd0;
		B_timer_data_input <= {32{1'b0}};
		B_timer_ctrl <= 3'd0;
		B_recently_on_data_input <= 1'b0;
		B_recently_on_ctrl <= 3'd0;
		state_next <= state_reg;
		power_level_7seg_output <= 16'hFFFF;
		case (state_reg)
			STATE_POWER_OFF: begin
				if (power_toggle == 1'b1) begin
					selected_surface_data_input <= 2'b00;
					selected_surface_ctrl <= 3'd1;
					state_next <= STATE_POWER_ON;
				end
				power_level_7seg_output <= 16'hFFFF;
			end
			STATE_POWER_ON: begin
				if (surface_toggle[0] == 1'b1) begin  
					if (selected_surface_data_output & 2'b01)
						selected_surface_data_input <= selected_surface_data_output & 2'b10;
					else 
						selected_surface_data_input <= selected_surface_data_output | 2'b01;
					selected_surface_ctrl <= 3'd1;
				end
				if (surface_toggle[1] == 1'b1) begin  
					if (selected_surface_data_output & 2'b10)
						selected_surface_data_input <= selected_surface_data_output & 2'b01;
					else 
						selected_surface_data_input <= selected_surface_data_output | 2'b10;
					selected_surface_ctrl <= 3'd1;
				end
				if (security_lock_data_output == 1'b0 && power_level_inc == 1'b1) begin
					if (selected_surface_data_output & 2'b01 && power_level_A_data_output < 4'd9) begin
						power_level_A_ctrl <= 3'd3;
						A_recently_on_data_input <= 1'b0;
						A_recently_on_ctrl <= 3'd1;
						A_timer_ctrl <= 3'd2;
					end
					if (selected_surface_data_output & 2'b10 && power_level_B_data_output < 4'd9) begin
						power_level_B_ctrl <= 3'd3;
						B_recently_on_data_input <= 1'b0;
						B_recently_on_ctrl <= 3'd1;
						B_timer_ctrl <= 3'd2;
					end
				end
				if (security_lock_data_output == 1'b0 && power_level_dec == 1'b1) begin
					if (selected_surface_data_output & 2'b01 && power_level_A_data_output > 4'd0) begin
						power_level_A_ctrl <= 3'd4;
						if (power_level_A_data_output == 4'd1) begin
							A_recently_on_data_input <= 1'b1;
							A_recently_on_ctrl <= 3'd1;
							A_timer_ctrl <= 3'd2;
						end
					end
					if (selected_surface_data_output & 2'b10 && power_level_B_data_output > 4'd0) begin
						power_level_B_ctrl <= 3'd4;
						if (power_level_B_data_output == 4'd1) begin
							B_recently_on_data_input <= 1'b1;
							B_recently_on_ctrl <= 3'd1;
							B_timer_ctrl <= 3'd2;
						end
					end
				end
				if (A_recently_on_data_output == 1'b1) begin
					if (A_timer_data_output == 10  * ONE_SECOND) begin
						A_timer_ctrl <= 3'd2;
						A_recently_on_data_input <= 1'b0;
						A_recently_on_ctrl <= 3'd1;
					end else begin
						A_timer_ctrl <= 3'd3;
					end
				end
				if (B_recently_on_data_output == 1'b1) begin
					if (B_timer_data_output == 10  * ONE_SECOND) begin
						B_timer_ctrl <= 3'd2;
						B_recently_on_data_input <= 1'b0;
						B_recently_on_ctrl <= 3'd1;
					end else begin
						B_timer_ctrl <= 3'd3;
					end
				end
				if (selected_surface_data_output == 2'b00 && power_level_A_data_output == 4'b0000 && power_level_B_data_output == 4'b0000) begin
					if (security_lock_data_output == 1'b0 &&  three_seconds_push == 1'b1)
						state_next <= STATE_SECOND_STEP_TO_LOCK;
				end
				if (security_lock_data_output == 1'b1 && three_seconds_push == 1'b1) begin
					state_next <= STATE_SECOND_STEP_TO_UNLOCK;
				end
				if (power_toggle == 1'b1) begin
					if (A_recently_on_data_output == 1'b0 && B_recently_on_data_output == 1'b0) begin
						state_next <= STATE_POWER_OFF;
					end else begin
						timer_ctrl <= 3'd2;
						state_next <= STATE_10SEC_HH;
					end
				end
				if (security_lock_data_output <= 1'b1) begin
					power_level_7seg_output <= 16'hC7C7;
				end else begin
					power_level_7seg_output <= {selected_surface_data_output & 2'b10 ? 1'b0 : 1'b1, encode(power_level_B_data_output), selected_surface_data_output & 2'b01 ? 1'b0 : 1'b1, encode(power_level_A_data_output)};
				end
			end
			STATE_SECOND_STEP_TO_LOCK: begin
				if (power_level_inc == 1'b1) begin
					security_lock_data_input <= 1'b1;
					security_lock_ctrl <= 3'd1;
					timer_ctrl <= 3'd2;
					state_next <= STATE_2SEC_LL;
				end
			end
			STATE_2SEC_LL: begin
				if (timer_data_output == 2  * ONE_SECOND) begin
					timer_ctrl <= 3'd2;
					state_next <= STATE_POWER_OFF;
				end else begin
					timer_ctrl <= 3'd3;
				end
				power_level_7seg_output <= 16'hC7C7;
			end
			STATE_SECOND_STEP_TO_UNLOCK: begin
				if (power_level_dec == 1'b1) begin
					security_lock_data_input <= 1'b0;
					security_lock_ctrl <= 3'd1;
					state_next <= STATE_POWER_ON;
				end
			end
			STATE_10SEC_HH: begin
				if (timer_data_output == 10  * ONE_SECOND) begin
					timer_ctrl <= 3'd2;
					A_timer_ctrl <= 3'd2;
					A_recently_on_ctrl <= 3'd2;
					B_timer_ctrl <= 3'd2;
					B_recently_on_ctrl <= 3'd2;
					state_next <= STATE_POWER_OFF;
				end else begin
					timer_ctrl <= 3'd3;
				end
				power_level_7seg_output <= { B_recently_on_data_output == 1'b1 ? 8'h89 : 8'hFF, A_recently_on_data_output == 1'b1 ? 8'h89 : 8'hFF};
			end
		endcase
	end
	function automatic [6 : 0] encode
		(
			input [3 : 0] digit
		);
	begin
		case (digit)
			4'b0000: encode = 7'h40;
			4'b0001: encode = 7'h79;
			4'b0010: encode = 7'h24;
			4'b0011: encode = 7'h30;
			4'b0100: encode = 7'h19;
			4'b0101: encode = 7'h12;
			4'b0110: encode = 7'h02;
			4'b0111: encode = 7'h78;
			4'b1000: encode = 7'h00;
			4'b1001: encode = 7'h10;
		endcase
	end
	endfunction
endmodule
```

## flow/run.sh

```bash
#!/bin/bash
# OpenROAD 26Q1-2900-gdf79404cd8, Yosys 0.63+post, stock flow scripts
make -C /OpenROAD-flow-scripts/flow DESIGN_CONFIG=/design/flow/config.mk WORK_HOME=/design/flow/orfs finish
```

==> results.cfg <==
; physical design summary
[run_status]
status = completed

[detailed_routing]
antenna_cells = 0
dr_total_vias = 2070
routedWlPerCell_um = 13.5
route.detailed.drc = 0
antenna_left = 0
drt-pass1-iter-count = 4
routed_wl_mm = 4.96
drt-initial-drc-count = 113
viasPerCell = 5.66

[worst_setup_path]
crit_type = reg2out
cp_data_required_time_ps = 4160
rr_endpoint = timer.data_reg[24]
r2r_slack_ps = 2950
endpoint_kind = output pin
r2r_start = timer.data_reg[4]
start_kind = flip-flop
path_max_fanout = 12
critPathArrivalTime_ps = 1710
rr_worst_depth = 4

[placement]
portBuffers = 19
gp_congestion = 0.831
dp.cells = 358
dp_hpwl_mm = 3.46

[grt]
grt_pass1_vias = 1867
antenna_found_initial = 0
overflow = 0
grtUsageTotal_pct = 20.6
grt_pass1_wl_mm = 8.61
grt_start_max_net_pins = 48

[pwr]
ir_drop_mv = 0.184
cellPowerDensity_nw_per_um2 = 260
finalPower_uw = 753
leakage_uw = 0.00114

[sta]
rsz0062_at_grt = no
final.min_clock_period_ps = 2750
tightestPinTransition_ps = 589
report.final.hold_viol_count = 0
fin_crit_sh_pct = 52.8
fin_skew_ps = 10.7
slew-limit-headroom_pct = 60.7
fmax_ghz = 0.364
setup_viol = 0
maxSlewViolCount = 0
fin_tns_setup_ps = 0

[cells_and_area]
fillCellCount = 435
area_growth_pct = 10.5
post_layout_nonfiller_instances = 366
largest_reg_flops = 28
drive_above_1_share_pct = 5.02

[clock_tree]
cts_resized = 0
clock_path_buffers = 2
cts_root_buf = clkbuf_8
cts_max_level = 2
cts.sinks = 47
tritoncts = yes
hold_buffers = 0
insertion_delay_ps = 300
cts_buffers = 5
postCtsSetupRepairBufs = 0
clk_pin_slew_ps = 80

[floorplanning]
die_area_um2 = 5530
fp-row-count = 25
fp_util_pct = 53.6
io_pins = 24
core_area_um2 = 4880
fp.dieW_um = 74.4
die_y_um = 74.4

[logic_synthesis]
yosysTopAreaCell = dfrtp_1
synth.avg_cell_area_um2 = 9.12
async_flop_share_pct = 100
yosys-stat-cells = 287
synth_seq_share_pct = 45.0
ys_ff = 47
flop_cell = dfrtp_1
top_cell_area_share_pct = 44.0
edf_count = 0
synth_area_um2 = 2620
ys_types = 46
syn_inst = 287
yosysChipArea_um2 = 2620
synth.area.top_cells = dfrtp_1 (44%), nand3_1 (4.0%), a21oi_1 (3.4%), o21ai_0 (3.4%), buf_4 (3.2%)
yosysWarnings = 6

[run]
cap_violations = 0
tool_warnings = 30

[min_path]
hold-path-endpoint = B_recently_on.data_reg
hp-class = reg2reg
min_path_cells = 1
hold_path.startpoint = B_recently_on.data_reg
## cell usage after synthesis, types with 2 or more instances
master	count
dfrtp_1	46
o22ai_1	3
o31ai_1	4
nand3_1	21
nor2_1	21
a22o_1	2
and3_1	5
nand4b_1	3
a21oi_1	18
buf_4	11
nand4_1	11
inv_1	19
or4_1	7
mux2_2	2
and4b_1	2
o21ai_0	18
nor3_1	4
nand2b_1	4
nor4_1	6
and4_1	2
buf_2	2
ha_1	6
xnor2_1	9
a21boi_0	2
clkbuf_1	6
xor2_1	6
or3_1	10
nand2_1	18
nor3b_1	2
## power by group
part / internal (µW) / total, µW / switching, µW
Combinational: 52.5 / 101 / 48.1
Sequential: 388 / 414 / 26.5
Clock: 121 / 238 / 117
## layout make-up
type / count / area, µm² / share of cell area (%)
clock buffer: 8 / 100 / 3.46
tap: 67 / 83.8 / 2.90
multi-input combinational: 204 / 1260 / 43.6
timing repair buffer: 21 / 200 / 6.92
sequential: 47 / 1180 / 40.7
inverter: 19 / 71.3 / 2.47
## worst max-delay path: stages, from the launching register on
cell and delay (ps):
dfrtp_1 510, nor2_1 210, nand2_1 90, o21ai_0 100
clkdlybuf4s50_1 500
## how the worst max path moves through the flow
stage / from / endpoint / slack (ps) / cells past startpoint
final: state_reg[3] / power_level_7seg_output[13] / 2450 / 4
after global routing: state_reg[3] / power_level_7seg_output[5] / 2320 / 4
after CTS: state_reg[3] / power_level_7seg_output[13] / 2440 / 4
## metal layers
metal  vias up  global-route usage, %  wire length, µm
met3         5                   3.85              331
met2        58                   28.3             2020
met4         0                   1.89               40
li1       1045                      -                -
met1       962                   36.7             2570
met5         -                      0                0
## cells by family after synthesis
| group | Yosys count | share of synthesized area, % |
|---|---|---|
| AND-OR/OR-AND | 54 | 12.2 |
| flip-flops | 47 | 45.0 |
| other | 1 | 0.143 |
| AND/OR/NAND/NOR | 123 | 26.6 |
| multiplexers | 2 | 0.860 |
| XOR/XNOR | 15 | 5.02 |
| adder cells (fa/ha/maj) | 6 | 2.87 |
| buffers and inverters | 39 | 7.31 |
## cell usage in the layout, fill, tap and decap left out, types with 9 or more instances in the layout
| cell | count |
|---|---|
| nand3_1 | 21 |
| nor2_1 | 21 |
| o21ai_0 | 18 |
| dfrtp_1 | 46 |
| or3_1 | 10 |
| clkdlybuf4s50_1 | 18 |
| inv_1 | 19 |
| nand4_1 | 11 |
| xnor2_1 | 9 |
| nand2_1 | 18 |
| a21oi_1 | 18 |
## metrics by stage
step	setup slack [ps]	utilization (%)	hold slack [ps]	cell area [µm²]
5_1_grt	2320	59.3	517	2890
3_3_place_gp	2280	57.2	492	2790
3_5_place_dp	2280	57.2	480	2790
4_1_cts	2440	59.3	498	2890
2_1_floorplan	2910	-	449	2630
6_report	2450	59.3	494	2890
Power is estimated from default activity; no workload was simulated.
